==> flow/design.v <==
module FSM_out
(
    input clk,
    input reset_n,
    input [63:0] fifo_data,
    input req,
    output reg data_end,
    output reg read_enable,
    output reg strobe_out,
    output reg [7:0] data_out
);
reg [3:0] state;
always @(posedge clk)
begin
    if(!reset_n)
    begin
      read_enable <= 0;
      state <= 0;
      strobe_out <= 0;
      data_out <= 0;
      data_end <= 0; 
    end
    else
    begin
        case(state)
            0: begin
                if(req)
                begin
                    state <= 1;
                    read_enable <= 1;
                end
                else state <= 0;
            end
            1: begin
               read_enable <= 0;
               strobe_out <= 1;
               data_out <= fifo_data[7:0];
               state <= 2; 
            end
            2: begin
                data_out <= fifo_data[15:8];
                state <= 3;
            end
            3: begin
                data_out <= fifo_data[23:16];
                state <= 4;
            end
            4: begin
                data_out <= fifo_data[31:24];
                state <= 5;
            end
            5: begin
               data_out <= fifo_data[39:32];
               state <= 6;
            end
            6: begin
                data_out <= fifo_data[47:40];
                state <= 7;
            end
            7: begin
                data_out <= fifo_data[55:48];
                state <= 8;
            end
            7: begin
                data_out <= fifo_data[63:56];
                data_end <= 1;
                state <= 8;
            end
            8: begin
                strobe_out <= 0;
                data_end <= 0;
                state <= 0;
            end
        endcase
    end
end
endmodule
module module_64_8
#(parameter width = 64, parameter depth = 8)
(
    input   clk,                                 
    input   reset_n,                             
    input   strobe_in,                           
    input   [width-1:0] input_data,              
    input   req_data,                            
    output  ready,                               
    output data_end,                             
    output  strobe_out,                          
    output  [7:0] data_out,                      
    output [$clog2(depth)-1:0]  write_counter
);
reg [width-1:0] mem [depth-1:0];
reg [$clog2(depth):0] wr_adr;
reg [$clog2(width):0] rd_adr;
wire read_enable;
wire full = (wr_adr[$clog2(width)-1:0] == rd_adr[$clog2(width)-1:0]) && (wr_adr[$clog2(width)]!= rd_adr[$clog2(width)]);
wire empty = wr_adr == rd_adr;
assign write_counter = wr_adr - rd_adr;
assign ready = empty;
always @(posedge clk)
begin
    if(!reset_n)  
    begin
       wr_adr <= 0; 
    end
    else
    begin
        if(strobe_in && !full)
        begin
          wr_adr <= wr_adr + 1;  
        end
    end
end
always @(posedge clk)
begin
    if(strobe_in && !full)
    begin
        mem[wr_adr[$clog2(width)-1:0]] <= input_data;  
    end
end
always @(posedge clk)
begin
    if(!reset_n)
    begin
       rd_adr <= 0; 
    end
    else
    begin
        if(read_enable)
        begin
           rd_adr <= rd_adr + 1;  
        end
    end
end
reg [width-1:0] data_out_fifo;
always @(posedge clk)
begin
    if(!reset_n)
    begin
        data_out_fifo <= 0;
    end
    else
    begin
        if(read_enable)
        begin
           data_out_fifo <=  mem[rd_adr[$clog2(width)-1:0]];  
        end
    end
end
FSM_out FSM_out_1
(
    .clk            (clk),
    .reset_n        (reset_n),
    .fifo_data      (data_out_fifo),
    .req            (req_data),
    .data_end       (data_end),
    .read_enable    (read_enable),
    .strobe_out     (strobe_out),
    .data_out       (data_out)
);
endmodule
==> flow/run.sh <==
#!/bin/bash
# OpenROAD 26Q1-2900-gdf79404cd8, Yosys 0.63+post, stock flow scripts
make -C /OpenROAD-flow-scripts/flow DESIGN_CONFIG=/design/flow/config.mk WORK_HOME=/design/flow/orfs finish
==> flow/config.mk <==
export PLATFORM = sky130hd
export DESIGN_NAME = module_64_8
export DESIGN_NICKNAME = module_64_8
export VERILOG_FILES = /design/flow/design.v
export SDC_FILE = /design/flow/constraint.sdc
export NUM_CORES = 4
export LEC_CHECK = 1
export CORE_UTILIZATION = 50
==> flow/constraint.sdc <==
current_design module_64_8

set clk_period 19.0
set clk_io_pct 0.2

create_clock -name clk0 -period $clk_period [get_ports {clk}]

set non_clock_inputs [all_inputs -no_clocks]
set_input_delay [expr $clk_period * $clk_io_pct] -clock clk0 $non_clock_inputs
set_output_delay [expr $clk_period * $clk_io_pct] -clock clk0 [all_outputs]
==> out/writeup.txt <==
In this run the worst hold path is classified as reg2reg. Derived from the worst setup path, the maximum achievable clock frequency is 0.163 GHz. The tools report the worst path arrival time as 2320 ps.

The run gives 0 for the residual overflow from global routing. The share of synthesized area in the top cell type comes to 68.1%. The worst path meets setup with 12880 ps of slack. For this design, the CTS-stage hold fixing added 0 buffers. For the number of levels in the clock H-tree, the log shows 2. After clock tree synthesis, the clock-pin slew on the worst setup and hold paths is 60 ps. For reference, the most critical setup path is categorized as reg2out.

Async set or reset register ratio after synthesis: 0%. At the pin with the least slew margin, the transition time is 843 ps. Shortest clock period the worst path allows after layout: 6120 ps. Before any placement, the netlist area is recorded as 19700 um2.

After synthesis, the design contains 1022 cells according to Yosys. IR analysis of the VDD net gives a maximum drop of 0.0806 mV. The run gives 19700 um2 for the post-synth area from yosys stat. For reference, the final report shows the max-slew violation count at 0. With the first-pass GRT wire length at 62100 um, the fraction of layout instances using a drive strength above 1 is 19.5%.

The run gives 32.2% for the final cycle utilization of the critical path. The core footprint came out at 38800 um2. Across all stage logs, warnings added up to 34. The largest clock skew in the final design came out at 23.2 ps. The number of placement rows is 72. Per the summary, power density relative to cell area is 107 nW/um2. With the number of enable-type register cells in the synthesized netlist at 448, the post-placement setup slack is 12440 ps. The utilization of the core after routing is 58.6%, and the final-layout setup total negative slack is 0 ps. Looking at hold timing, the worst path starts from FSM_out_1.state[1]$_DFF_P_. The final timing report counts setup violations totalling 0. Setup repair after global routing left no endpoint under its margin. Among all cell types in the netlist, the one instantiated most often is sky130_fd_sc_hd__edfxtp_1.

The completed layout was analyzed and its total power is 2.44 mW. The chip occupies 40300 um2. The count of warnings emitted by yosys is 5.

The die is 201 um tall. Broken down by cell family, the worst path's largest delay share belongs to buffers and inverters. Entering global routing, the biggest net connects 75 pins. The worst register-to-register path begins at rd_adr[2]$_SDFFE_PN0P_. Per the detail_route report, inserted antenna diodes total 0. Average instance area after synthesis: 19.3 um2. Traced cell by cell, the critical path runs through inv_1, fa_1, xnor2_1, clkdlybuf4s50_1. For the number of clock buffers inserted by TritonCTS, the log shows 55. The run finished with clean final reports. The run gives 0 as the detailed-route DRC error count. Dividing the detail-routed wire length by the instance count gives 24.1 um.

Per Yosys stat, the portion of area used by sequential elements is 76.8%. The detailed router reported a total wirelength of 40200 um. The critical path startpoint was wr_adr[1]$_SDFFE_PN0P_. The report counts max-capacitance violations totalling 0. The tools report the via count of the first global-routing pass as 10600. Yosys attributes the largest share of cell area to sky130_fd_sc_hd__edfxtp_1 68%, sky130_fd_sc_hd__mux4_2 13%, sky130_fd_sc_hd__dfxtp_1 8.7%. In this run the deepest clock path goes through 3 buffers.

The logs give 590 ps for the clock insertion delay at the later pin of the skew report and 534 for the number of clock sinks. For the number of buffers inserted by post-CTS setup repair, the log shows 0. STA classifies the critical path startpoint as a register. Detailed-route iteration 0 reported a violation count of 563.

The logs give 0.870 for the placer congestion estimate and 37 for the distinct cell type count after synthesis. The synthesized design spends more area on one cell type than any other, namely sky130_fd_sc_hd__edfxtp_1. The number of top-level pins was 82.

TritonCTS built the clock tree. Via count normalized by instance count: 5.83. With the all-layer global routing usage at 23.2%, the maximum fanout along the worst path is 8. For the worst setup path, the data required time is 15200 ps. The HPWL after detailed placement is 21700 um, and the number of nets with antenna violations after routing is 0. Hold-check failures listed in the final report amount to 0. The analysis attributes to cell leakage a power of 7.23 nW. STA classifies the critical path endpoint as an output pin. The final route contains 9729 vias. In this design, the stage delay of the slowest critical-path cell is 500 ps. The first TritonRoute pass finished after 6 iterations.

The horizontal die dimension reported for this design is 201 um. Along the critical path, the tally of buffer and inverter instances is 2. Synthesis produced a netlist whose cell count is 1022. The tools report the number of antenna violations at the first check in global routing as 0. The count of input and output buffers was 72. Per the CTS log, the root buffer master is sky130_fd_sc_hd__clkbuf_16.

In this run, post-CTS repair resized a total of 0 instances. Across all hold checks on the routed design, the worst slack comes to 417 ps. Looking at the critical path, the single cell with the biggest stage delay is sky130_fd_sc_hd__dfxtp_1. The run gives 50.9% for the fraction of the core area occupied by cells at floorplan. The worst-case max-slew headroom was logged as 43.7%. The layout-stage area growth over the synthesis result is 15.1%. The commonest cells after synthesis are 448 x sky130_fd_sc_hd__edfxtp_1, 112 x sky130_fd_sc_hd__mux4_2, 86 x sky130_fd_sc_hd__dfxtp_1, 71 x sky130_fd_sc_hd__nor2_1, 59 x sky130_fd_sc_hd__o21ai_0. Main flop type: sky130_fd_sc_hd__edfxtp_1. After synthesis the netlist holds a flip-flop and latch count of 534.
per-stage QoR:
stage	instances	cell area [um2]
finish	1670	22700
floorplan	1022	19700
CTS	1670	22700
global route	1670	22700
detailed placement	1570	21100
global placement	1570	21100
worst register-to-register path, cell delays in order (launching register included):
cell                      delay, ps
sky130_fd_sc_hd__dfxtp_4        610
sky130_fd_sc_hd__buf_4          660
sky130_fd_sc_hd__buf_4          670
sky130_fd_sc_hd__mux4_2         450
sky130_fd_sc_hd__o22ai_1        330
sky130_fd_sc_hd__nor2_1          90
cells in the final DEF, fill, tap and decap left out, drive strengths merged, types with 2 or more instances in the layout:
cell           count
nand2b             6
nand2             12
nand3              8
nand4              2
clkinv            26
clkbuf            70
nor2b              8
xor2               4
buf               26
o221a              8
and2               7
a22oi             24
edfxtp           448
o22ai             56
ha                 4
bufinv             2
o21ai             59
dfxtp             86
inv                7
a21oi              5
xnor2              3
mux4             112
nor2              71
mux2i              2
clkdlybuf4s50     71
or3                4
nor3              11
registers in the layout, summed over array words and instances, names as in the netlist:
signal	cells
FSM_out_1.state	9
mem	448
data_out_fifo	56
rd_adr	7
FSM_out_1.strobe_out	1
FSM_out_1.read_enable	1
wr_adr	4
FSM_out_1.data_out	8
final timing paths:
path              cells past startpoint                                 to  slack, ps
hold / removal                        1  FSM_out_1.strobe_out$_SDFFE_PN0P_        420
hold reg to reg                       1  FSM_out_1.strobe_out$_SDFFE_PN0P_        420
setup reg to reg                      5     data_out_fifo[32]$_SDFFE_PN0P_      16060
setup / recovery                      4                   write_counter[2]      12880
where the power goes:
group | switching [mW] | leakage (nW) | internal [mW] | total [mW]
combinational | 0.0679 | 1.64 | 0.0599 | 0.128
clock | 0.419 | 0.812 | 0.571 | 0.990
sequential | 0.0176 | 4.78 | 1.30 | 1.32
total | 0.504 | 7.23 | 1.93 | 2.44
kinds of logic after synthesis:
logic type                 synth area share (%)
and+or+nand+nor                            3.10
xor gates and xnor gates                  0.310
DFF                                        76.8
AOI/OAI and AO/OA                          4.84
buffers and inverters                      1.65
adders and majority gates                 0.355
other                                    0.0190
muxes                                      12.9
cell type report:
type                    count  area (um2)
well taps                 518         648
clock inverters            30         183
repair buffers             97         916
fillers                  2809       16100
multi-input cells         415        4310
inverters                   6        22.5
flip-flops and latches    534       15200
clock buffers              70        1480
metal layers:
metal,up-vias,part of all wire [%],GRT usage (%)
li1,4328,-,-
met1,4794,37,35.9
met2,539,47,32.8
met3,68,13,13.2
met4,0,2.7,5.21
met5,-,0,0
No activity file was given, so power comes from the tool's default toggle rates.
